==> ./design.v <==
module single_move (
  input clk,
  input reset_n,
  input start,
  input load_input,
  input [3:0] player_input,
  output [7:0] next_game_state
  );
  wire ld_reg0, ld_reg1, ld_reg2, mux0_sel, mux1_sel, mux3_sel, alu_op;
  move_control C0 (
    .clk(clk),
    .reset_n(reset_n),
    .start(start),
    .load_input(load_input),
    .ld_reg0(ld_reg0),
    .ld_reg1(ld_reg1),
    .ld_reg2(ld_reg2),
    .mux0_sel(mux0_sel),
    .mux1_sel(mux1_sel),
    .mux3_sel(mux3_sel),
    .alu_op(alu_op)
  );
  move_datapath D0 (
    .clk(clk), 
    .reset_n(reset_n), 
    .ld_reg0(ld_reg0), 
    .ld_reg1(ld_reg1), 
    .ld_reg2(ld_reg2), 
    .mux0_sel(mux0_sel), 
    .mux1_sel(mux1_sel), 
    .mux3_sel(mux3_sel),
    .enable_rand(start),
    .alu_op(alu_op),
    .player_input(player_input),
    .next_game_state(next_game_state)
  );
endmodule
module move_control (
  input clk,
  input reset_n,
  input load_input,
  input start,
  output reg ld_reg0, ld_reg1, ld_reg2,
  output reg mux0_sel, mux1_sel, mux3_sel,
  output reg alu_op
  );
  reg [5:0] current_state, next_state; 
  localparam  START                         = 6'd0,
              DISPLAY_INITIAL_GAME_STATE    = 6'd1,
              LOAD_INPUT                    = 6'd2,
              LOAD_INPUT_WAIT               = 6'd3,
              COMPUTE_MOVE                  = 6'd4,
              COMPUTE_NEXT_GAME_STATE       = 6'd5;
  always@(*)
  begin: state_table
        case (current_state)
          START: next_state = start ? DISPLAY_INITIAL_GAME_STATE: START;  
          DISPLAY_INITIAL_GAME_STATE: next_state = LOAD_INPUT;  
          LOAD_INPUT: next_state = load_input ? LOAD_INPUT_WAIT : LOAD_INPUT;  
          LOAD_INPUT_WAIT: next_state = load_input ? LOAD_INPUT_WAIT : COMPUTE_MOVE;  
          COMPUTE_MOVE: next_state = COMPUTE_NEXT_GAME_STATE;  
          COMPUTE_NEXT_GAME_STATE: next_state = LOAD_INPUT;  
        default:   next_state = START; 
    endcase
  end
  always @(*)
  begin: enable_signals
      ld_reg0 = 1'd0;
      ld_reg1 = 1'd1;
      ld_reg2 = 1'd0; 
      mux0_sel = 1'd0;
      mux1_sel = 1'd0;
      mux3_sel = 1'd0; 
      alu_op = 1'd0;
      case (current_state) 
      DISPLAY_INITIAL_GAME_STATE: 
        begin
    	  ld_reg2 = 1'd1;  
	end
      LOAD_INPUT: 
        begin 
    	  ld_reg0 = 1'd1;  
        end
      COMPUTE_MOVE: 
        begin 
          mux0_sel = 1'd0;  
	  mux1_sel = 1'd1;  
	  alu_op = 1'd1;  
          ld_reg1 = 1'd1;  
        end
      COMPUTE_NEXT_GAME_STATE: 
        begin 
          mux0_sel = 1'd1;  
    	  mux1_sel = 1'd0;  
          alu_op = 1'd0;  
	  ld_reg1 = 1'd0;  
	  mux3_sel = 1'd1;  
	  ld_reg2 = 1'd1;  
        end 
  endcase
  end  
  always@(posedge clk)
  begin: state_FFs
    if (reset_n)
      current_state <= START;
    else
      current_state <= next_state;
  end 
endmodule
module move_datapath (
  input clk, 
  input reset_n, 
  input ld_reg0, 
  input ld_reg1, 
  input ld_reg2, 
  input mux0_sel, 
  input mux1_sel, 
  input mux3_sel,
  input alu_op,
  input enable_rand,
  input [3:0] player_input, 
  output [7:0] next_game_state
  );
  wire comparator_out;
  wire [7:0] reg0_out, reg1_out, reg2_out;
  wire [7:0] mux0_out, mux1_out, mux2_out, mux3_out, alu_out;
  wire [7:0] random_game_state, buffer, forced_move, game_state;
  random_game_state R0 (
    .clk(clk),
    .reset_n(reset_n),
    .enable_rand(enable_rand),
    .next_game_state(random_game_state)
  );
  reg_8bit REG0 (
    .clk(clk),
    .reset_n(reset_n), 
    .load_n(ld_reg0), 
    .load_val({4'd0, player_input}), 
    .out(reg0_out)
  );
  mux2to1_8bit MUX0 (
    .input0(reg0_out), 
    .input1(reg2_out), 
    .select(mux0_sel),
    .out(mux0_out) 
  );
  mux2to1_8bit MUX1 (
    .input0(buffer), 
    .input1(mux0_out),  
    .select(mux1_sel),
    .out(mux1_out)
  ); 
  mux2to1_8bit ALU (
    .input0(mux0_out - mux1_out), 
    .input1(mux1_out * mux0_out), 
    .select(alu_op),
    .out(alu_out)
    ); 
  assign comparator_out = (8'd0 <= alu_out) && (alu_out < mux0_out);
  reg_8bit REG1 (
    .clk(clk),
    .reset_n(reset_n), 
    .load_n(ld_reg1), 
    .load_val(alu_out), 
    .out(buffer)
  );
  forced_move_LUT FM (
    .game_state(mux0_out),
    .move(forced_move)
  );
  mux2to1_8bit MUX2 (
    .input0(mux0_out - forced_move),  
    .input1(alu_out),  
    .select(comparator_out),  
    .out(mux2_out)
  );  
  mux2to1_8bit MUX3 (
    .input0(random_game_state), 
    .input1(mux2_out), 
    .select(mux3_sel),
    .out(mux3_out)
  ); 
  reg_8bit REG2 (
    .clk(clk),
    .reset_n(reset_n), 
    .load_n(ld_reg2), 
    .load_val(mux3_out), 
    .out(reg2_out)
  );
  assign next_game_state = reg2_out;
endmodule
module reg_8bit (
  input clk, 
  input reset_n, 
  input load_n, 
  input [7:0] load_val,
  output [7:0] out
  );
  reg [7:0] store;
  assign out = store;
  always @(posedge clk)
  begin: register
    if (reset_n)
      store <= 8'd0;
    else if (load_n)
      store <= load_val;
  end 
 endmodule
module mux2to1_8bit (
  input [7:0] input0,  
  input [7:0] input1,  
  input select,  
  output [7:0] out  
  ); 
  assign out = select ? input1 : input0;
endmodule 
==> ./run.sh <==
#!/bin/bash
# OpenROAD 26Q1-2900-gdf79404cd8, Yosys 0.63+post, stock flow scripts
make -C /OpenROAD-flow-scripts/flow DESIGN_CONFIG=/design/flow/config.mk WORK_HOME=/design/flow/orfs finish
==> ./config.mk <==
export PLATFORM = sky130hd
export DESIGN_NAME = move_control
export DESIGN_NICKNAME = move_control
export VERILOG_FILES = /design/flow/design.v
export SDC_FILE = /design/flow/constraint.sdc
export NUM_CORES = 4
export LEC_CHECK = 1
export CORE_AREA = 10 10 70 70
export DIE_AREA = 0 0 80 80
==> ./constraint.sdc <==
current_design move_control

set clk_period 1.0
set clk_io_pct 0.2

create_clock -name clk0 -period $clk_period [get_ports {clk}]

set non_clock_inputs [all_inputs -no_clocks]
set_input_delay [expr $clk_period * $clk_io_pct] -clock clk0 $non_clock_inputs
set_output_delay [expr $clk_period * $clk_io_pct] -clock clk0 [all_outputs]
==> results.json <==
{
  "crit_type": "flip-flop to output port",
  "stdcell_count": 79,
  "worst_slack_ns": -0.01929,
  "max_freq_mhz": 981.1,
  "antenna_cells": 0,
  "wl_um": 526,
  "synth.avg_cell_area_um2": 10.07,
  "utilization_pct": 11.47,
  "critPathLaunch": "current_state[4]$_DFF_P_",
  "setup_viol": 2,
  "clock_latency_ns": 0.24,
  "startpoint_type": "flip-flop",
  "slew_viol_final": 0,
  "fp-row-count": 21,
  "ys_ff": 6,
  "ant_nets": 0,
  "critPathRequiredTime_ns": 0.80,
  "clock-sinks": 6,
  "die_h_um": 80,
  "worstPathArrival_ns": 0.82,
  "regMostFlops": "current_state",
  "r2r-start": "current_state[2]$_DFF_P_",
  "path_clk_slew_ns": 0.04,
  "lay_top_count": "clkdlybuf4s15_1",
  "synthToLayoutAreaGrowth_pct": 94.41,
  "violations": "negative setup slack",
  "yosysUniqueCellTypes": 9,
  "overflow": 0,
  "power_density_nw_per_um2": 1298,
  "synth_cells": 20,
  "route.vias.total": 173,
  "power_mw": 0.5085,
  "largest_reg_flops": 6,
  "drive_gt1_share_pct": 42.42,
  "drt_iter0_drc": 11,
  "boundaryPins": 11,
  "lay_top_cells": "4 x clkdlybuf4s15_1, 3 x nor3b_1, 3 x clkbuf_4, 3 x dfxtp_2, 3 x clkdlybuf4s50_1",
  "wl_per_cell_um": 6.658,
  "status": "finished with violations",
  "yosys_area_um2": 201.4,
  "drc_errors": 0,
  "grt_pass1_vias": 190,
  "worstMarginPinSlew_ns": 0.2229,
  "warning_count": 27,
  "ys_seq_share_pct": 59.63,
  "globalplace.congestion": 0.6923,
  "ys_cells": 20,
  "io_buffers": 10,
  "final_hold_viol_count": 0,
  "maxSlewHeadroom_pct": 85.09,
  "drt-pass1-iter-count": 2,
  "fp_util_pct": 5.897,
  "timing.final.crit_share_pct": 101.9,
  "rsz0062_at_grt": "true",
  "p_leak_nw": 0.1530,
  "htreeDepth": 1,
  "cts_buffers": 3,
  "hp-start": "current_state[0]$_DFF_P_",
  "coreArea_um2": 3416,
  "path_max_fanout": 3,
  "yosys_warnings": 1,
  "holdBufCountCts": 0,
  "hp-class": "flip-flop to flip-flop",
  "ir_drop_mv": 0.3897,
  "top_regs": "current_state x6",
  "cap_viol_max_count": 0,
  "ff2ff_setup_slack_ns": 0.30,
  "dpl.cell_count": 75,
  "design_area_um2": 391.6,
  "grt_pass1_wl_um": 862,
  "place_area_um2": 351.6,
  "cts_tree": "yes",
  "track_usage_pct": 1.833,
  "netlist_area_um2": 201.4,
  "grt_start_max_net_pins": 7,
  "cts_root_buf": "clkbuf_4",
  "antenna_found_initial": 0,
  "fin_worst_skew_ns": 0.002636,
  "die_w_um": 80,
  "clockBufferDepth": 2,
  "fin_crit_ns": 1.019,
  "routed_via_density": 2.190,
  "cp-end-kind": "output port",
  "dieArea_um2": 6400
}
cell type report:
type,count,area (um2)
fillers,402,3024
flip-flops and latches,6,127.6
repair buffers,12,110.1
multi-input cells,9,62.56
well taps,46,57.56
clock buffers,3,22.52
inverters,3,11.26
worst max-delay path, cell delays in order, from the launching register on:
cell     delay [ns]
dfxtp_4        0.36
buf_6          0.10
inv_2          0.02
buf_2          0.10
power by group:
part	internal, mW	switching (mW)	leakage, nW
logic	0.0271	0.0135	0.0880
registers	0.247	0.00517	0.0512
clock network	0.135	0.0802	0.0138
total	0.410	0.0989	0.153
cell families after synthesis:
kind of cell / Yosys count / share of synthesized area, %
simple gates: 7 / 21.12
buf+inv: 5 / 13.04
compound gates: 2 / 6.210
flops: 6 / 59.63
through the flow:
stage               hold WS, ns  worst slack [ns]  setup TNS, ns
finish                   0.4486          -0.01929       -0.03633
global route             0.4791          -0.07663        -0.2018
CTS                      0.4512          -0.03789       -0.05301
detailed placement       0.4404           -0.1447        -0.3844
global placement         0.4243           -0.1179        -0.2417
floorplan                0.2691            0.3590              0
metal layers:
metal	GRT usage [%]	wire (um)	vias to the layer above
met2	1.605	119	13
met4	0.1761	0	0
met1	2.340	279	72
li1	-	-	88
met3	2.614	127	0
met5	0	0	-
Yosys cell counts:
library cell,number,area (um2)
dfxtp_1,6,120.1
inv_1,3,11.26
nor3b_1,3,22.52
buf_4,2,15.01
nor2_1,2,7.510
a21o_1,1,7.510
a21oi_1,1,5.000
nand2b_1,1,6.260
nor2b_1,1,6.260
path summary, 6_finish.rpt:
check | cells past startpoint | endpoint
max | 3 | ld_reg1
min | 1 | current_state[0]$_DFF_P_
max reg2reg | 3 | current_state[5]$_DFF_P_
min reg2reg | 1 | current_state[0]$_DFF_P_
timing repair:
item,in CTS,in global routing
gates resized,22,5
endpoints found under the setup margin,7,6
buffers inserted,1,0
pin swaps,1,0
Power figures rest on the tool's default switching activity, not on a simulated workload.
