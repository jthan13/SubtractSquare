**design/flow/run.sh**
```bash
#!/bin/bash
# OpenROAD 26Q1-2900-gdf79404cd8, Yosys 0.63+post, stock flow scripts
make -C /OpenROAD-flow-scripts/flow DESIGN_CONFIG=/design/flow/config.mk WORK_HOME=/design/flow/orfs finish
```
**design/flow/config.mk**
```make
export PLATFORM = sky130hd
export DESIGN_NAME = timer
export DESIGN_NICKNAME = timer
export VERILOG_FILES = /design/flow/design.v
export SDC_FILE = /design/flow/constraint.sdc
export NUM_CORES = 4
export LEC_CHECK = 1
export CORE_UTILIZATION = 40
```
**design/flow/constraint.sdc**
```tcl
current_design timer

set clk_period 10.4
set clk_io_pct 0.2

create_clock -name clk0 -period $clk_period [get_ports {clk}]

set non_clock_inputs [all_inputs -no_clocks]
set_input_delay [expr $clk_period * $clk_io_pct] -clock clk0 $non_clock_inputs
set_output_delay [expr $clk_period * $clk_io_pct] -clock clk0 [all_outputs]
```
**design/flow/design.v**
```verilog
module timer (
  input clk,
  input reset_n,
  input [1:0] frequency, 
  output time_up,
  output [4:0] out,
  output reg warning
  );
  reg pulse;
  wire [27:0] rd0_out, rd1_out;
  rate_divider RD0 (
    .enable(1'd1), 
    .clk(clk), 
    .reset_n(!reset_n), 
    .d(28'd49_999_999), 
    .counter(rd0_out)
  );
  rate_divider RD1 (
    .enable(1'd1), 
    .clk(clk), 
    .reset_n(!reset_n), 
    .d(28'd19_999_999),
    .counter(rd1_out)
  );
  always @(*)
  begin
    case(frequency)
      2'b00: pulse = (rd0_out == 28'd0) ? 1'b1 : 1'b0;   
      2'b11: pulse = (rd1_out == 28'd0) ? 1'b1 : 1'b0;  
      default: pulse = 1'd0;  
    endcase
  end
  display_counter DC0 (
    .clk(clk),
    .reset_n(reset_n),
    .pulse(pulse), 
    .time_up(time_up),  
    .out(out)
  );
  always @(*)
  begin 
  warning = ((out <= 5'd10) && (out % 2 == 1'd0)) ? 1'd1 : 1'd0;  
  end 
endmodule
module rate_divider (
  input enable, 
  input clk, 
  input reset_n, 
  input [27:0] d, 
  output reg [27:0] counter
  );
  always @(posedge clk)
  begin
    if (reset_n == 1'd0) 
      counter <= 28'd0; 
    else if (counter == 28'd0) 
      counter <= d; 
    else 
    begin                           
      if (enable)
        counter <= counter - 1'd1;
      else 
        counter <= counter;
    end
  end
endmodule
module display_counter (
  input clk, 
  input pulse, 
  input reset_n, 
  output reg time_up,
  output [4:0] out
  );
  reg [4:0] counter;
  assign out = counter;
  always @(posedge clk)
  begin: display_counter
    if (reset_n || counter == 5'd0) begin
      time_up = 1'd1;  
      counter = 5'd30;  
    end
    else begin
    if (pulse) 
      if (counter != 5'd0)
        counter <= counter - 1'd1;  
      else 
	counter <= counter; 
	time_up <= 1'd0;  
    end
  end
endmodule
```
==> CHANGELOG.md <==
### Implementation results

* Result of the run: complete, no violations
* Total die size at 7640 um2
* Row Count at 30
* Type of element capturing the critical path: register
* Largest type area fraction at between 40% and 50%
* Met3 usage at 2.88%
* H-Tree Depth at 3
* Post-cts sizing count at 0
* Weighted congestion reported at the end of routability-driven placement at 0.783
* Startpoint Class: input pin
* Least-Margin Pin Slew at 0.596 ns
* Multi-input logic area at 1600 um2
* Final core utilization at around 48%
* Total routed wirelength at 5520 um
* Buffers added on ports at 10
* Clock tree from TritonCTS: built
* Initial antenna violation count at 0
* Initial Utilization at 42.3%
* Critical path arrival at between 4 and 5 ns
* Initial DRT Pass Iterations at 4
* Vertical die size at 87.4 um
* Seq. cell area at 1240 um2
* Total number of clock tree sinks at ~62
* Number of flops mapped to enable cells by yosys at 0
* Number of library cell types mapped by synthesis at ~46
* Setup TNS Final at 0 ns
* Instance area at placement at between 3000 and 4000 um2
* Source-to-sink clock delay at the later pin of the worst-skew pair at roughly 0.33 ns
* Count of antenna diodes in the layout at 0
* Post-layout minimum cycle time at 3.90 ns
* Crit path max fanout at 7
* Share of post-route cells with drive strength above 1 at 9.06%
* Area of the core region at 6910 um2
* Post-layout instance area at 3330 um2
* Cts hold-fix bufs at 0
* CTS buffer count at 9
* Leakage dissipation at 1.20 nW
* Proportion of synthesized flip-flops having asynchronous set or reset at 0%
* Max-slew violation total from the final report at 0
* Critical path class: in2reg
* Final setup violating endpoints at 0
* Initial DRC Count at 87
* Final ANT Viol Nets at 0
* Global Route met1 Usage at 26.9%
* Number of standard cells in the final layout excluding fillers at 438
* Headroom to the max-slew limit at 60.1%
* Via count normalized by instance count at 5.16
* Setup Skew at 0.00884 ns
* Mapped Cells at 327
* Fmax at 0.256 GHz
* Minimum setup slack after placement at 6.17 ns
* Clock-pin transition on the worst setup and hold timing paths at 0.07 ns
* Wire per inst at 12.6 um
* Count of tool warnings at 29
* Number of post-CTS setup repair buffers at 0
* Fill cell total of the finished layout at 657
* Sequential fraction of the synthesis area at 42.5%
* Most numerous cell types in the synthesized netlist: dfxtp_1, nor2_1, xnor2_1
* Vias in the first global route at 2120
* Final count of hold timing violations at 0
* Maximum Capacitance Violations at 0
* Deepest clock path buffer count at 2
* I/O pin count at 11
* Cell total after placement at 423
* Congestion Overflow GR at 0
* P&R area growth vs syn at 14.0%
* Power density normalized to cell area at around 370 nW/um2
* HPWL after detailed placement at 3710 um
* Number of register bits inferred by synthesis at between 60 and 70
* Area reported by Yosys stat at slightly below 3000 um2
* Fraction of the cycle the final worst path needs at 37.5%
* Final worst setup slack at about 6.5 ns
* DIE WIDTH at 87.4 um
* Met2 track demand over resource in global routing at 23.4%
* First-pass GRT wire length at about 9900 um
* Top cells by area: dfxtp_1, xnor2_1, nor2_1
* RSZ-0062 raised after global routing: no
* Count of vias placed by the detailed router at 2258
* Pin count of the biggest net entering global routing at 39
* Post-route DRC violation count at 0
* Peak-usage layer in the global routing report: met1
* Cell Area, Synth at 2920 um2
* Clock root buffer master: clkbuf_8
* Library cell with the largest summed area after synthesis: dfxtp_1
* Number of cells in the yosys synthesis report at 327
* Required @ worst endpoint at 10.61 ns
* Dominant register cell: dfxtp_1
* Mean cell area of the mapped netlist at 8.93 um2
* Overall fraction of global-route tracks in use at 16.4%
* Worst hold path type: reg2reg
* Largest voltage drop on the vdd net at 0.103 mV
* Most popular library cell in the synthesized design by count: dfxtp_1
* Total number of yosys warnings at 3
==> cell usage in the layout (no fill, tap or decap), drive strengths merged, types with 3 or more instances in the layout <==
master          n
xnor2          34
nand3           6
nand2          11
or4             6
nor3           25
a21oi          27
nand2b          4
ha              8
nand4           6
a31oi           3
or2             5
clkdlybuf4s50  10
nor4           19
xor2            7
nor2           44
or3             5
a211oi          7
nor2b           4
clkbuf         11
inv             8
dfxtp          62
a21o            3
==> metal layers <==
metal | vias up | part of all wire (%)
met5 | - | 0
met4 | 0 | 1.3
met3 | 6 | 3.0
met2 | 21 | 40
met1 | 1041 | 56
li1 | 1190 | -
==> cells by family after synthesis <==
| kind of cell | share of synthesized area (%) |
|---|---|
| multiplexers | 0.686 |
| AND/OR/NAND/NOR | 28.4 |
| adder cells (fa/ha/maj) | 3.43 |
| XOR/XNOR | 12.3 |
| AND-OR/OR-AND | 9.99 |
| buffers and inverters | 2.66 |
| flip-flops | 42.5 |
==> power by group <==
group          switching, mW  internal (mW)  total [mW]
combinational          0.317          0.249       0.566
sequential            0.0893          0.325       0.415
clock                 0.0888          0.146       0.235
==> critical path: stages <==
cell and delay [ns]:
clkdlybuf4s50_1 0.48, inv_1 0.05, ha_1 0.29, nand2b_1 0.13
or4_1 0.52, and3_1 0.23, or3_1 0.33
==> stage by stage <==
| stage | hold slack (ns) | total power, mW |
|---|---|---|
| 5_1_grt | 0.507 | 1.33 |
| 3_3_place_gp | 0.453 | 0.977 |
| 2_1_floorplan | 0.435 | 0.873 |
| 6_report | 0.478 | 1.22 |
| 4_1_cts | 0.475 | 1.22 |
| 3_5_place_dp | 0.465 | 0.982 |
==> layout make-up <==
class / count / share of cell area (%)
multi-input combinational: 245 / 48.1
clock buffer: 11 / 4.55
tap: 96 / 3.61
timing repair buffer: 12 / 3.46
sequential: 62 / 37.3
inverter: 8 / 0.902
clock inverter: 4 / 2.11
==> path summary, 6_finish.rpt <==
kind / startpoint / endpoint / slack (ns) / cells past startpoint
worst max register to register: RD0.counter[7] / RD0.counter[26] / 8.01 / 5
worst max-delay path: frequency[0] / DC0.counter[1] / 6.50 / 7
worst min-delay path: RD0.counter[21] / RD0.counter[21] / 0.48 / 1
worst min register to register: RD0.counter[21] / RD0.counter[21] / 0.48 / 1
==> registers in the layout, indices dropped and copies added (netlist names) <==
name and flops:
RD0.counter 28, RD1.counter 28, DC0.time_up 1, DC0.counter 5
No activity file was given, so power comes from the tool's default toggle rates.
